**design/flow/run.sh**
```bash
#!/bin/bash
# OpenROAD 26Q1-2900-gdf79404cd8, Yosys 0.63+post, stock flow scripts
make -C /OpenROAD-flow-scripts/flow DESIGN_CONFIG=/design/flow/config.mk WORK_HOME=/design/flow/orfs finish
```
**design/flow/config.mk**
```make
export PLATFORM = sky130hd
export DESIGN_NAME = adder
export DESIGN_NICKNAME = adder
export VERILOG_FILES = /design/flow/design.v
export SDC_FILE = /design/flow/constraint.sdc
export NUM_CORES = 4
export LEC_CHECK = 1
export CORE_UTILIZATION = 30
```
**design/flow/constraint.sdc**
```tcl
current_design adder

set clk_period 17.8
set clk_io_pct 0.2

create_clock -name clk0 -period $clk_period

set non_clock_inputs [all_inputs -no_clocks]
set_input_delay [expr $clk_period * $clk_io_pct] -clock clk0 $non_clock_inputs
set_output_delay [expr $clk_period * $clk_io_pct] -clock clk0 [all_outputs]
```
**design/flow/design.v**
```verilog
`timescale 1ps/1ps
module adder (A, B, result);
	input  [63:0] A, B;
	output [63:0] result;
	logic [64:0] carry_bus;
	assign carry_bus[0] = 0;
	generate
		for(genvar i=0; i<64; i++) begin : gen_fa
			full_adder fa0 (.A(A[i]), .B(B[i]), .Cin(carry_bus[i]), .S(result[i]), .Cout(carry_bus[i+1]));
		end
	endgenerate
endmodule
`timescale 1ps/1ps
module full_adder (A, B, S, Cin, Cout);
	input  A, B, Cin;
	output S, Cout;
	xor #50 xor0 (S, A, B, Cin);
	logic and0_out, and1_out, and2_out;
	and #50 and0 (and0_out, A, B);
	and #50 and1 (and1_out, B, Cin);
	and #50 and2 (and2_out, A, Cin);
	or #50 or0 (Cout, and0_out, and1_out, and2_out);
endmodule 
```
==> impl_metrics.json <==
{
  "top_cells_by_count": "buf_4, fa_1, ha_1, xor3_1",
  "syn_avg_cell_area_sq_um": 13.7,
  "num_io_pins": 192,
  "outcome": "complete, but fails checks",
  "ys_cells": 128,
  "drtIter0Drc": 6,
  "initCoreUtil_pct": 31.5,
  "vias": 1328,
  "worst_pin_slew_ns": 0.128,
  "fin_util_pct": 58.9,
  "io_buffers": 192,
  "max_freq_mhz": 34.3,
  "end_kind": "output port",
  "top_cell": "buf_4",
  "worstPathArrival_ns": 25.63,
  "setup_viol": 34,
  "p_leak_nw": 1.19,
  "area_delta_synth_final_pct": 86.7,
  "synthDistinctLibCells": 4,
  "power_uw": 102,
  "grt_start_max_net_pins": 2,
  "warning_count": 36,
  "yosysSeqAreaShare_pct": 0,
  "min_path_type": "in2out",
  "critPathMaxStageDelay_ns": 0.38,
  "dp_hpwl_mm": 4.66,
  "fp-row-count": 27,
  "p_per_area_nw_per_um2": 31.0,
  "path_class": "in2out",
  "drive_gt1_share_pct": 39.5,
  "peakVddDrop_mv": 0.0161,
  "yosysChipArea_sq_um": 1760,
  "gp_congestion": 0.837,
  "yosys_warnings": 0,
  "flops": 0,
  "grtUsageTotal_pct": 16.5,
  "dieHeight_um": 78.6,
  "drcViolationCount": 0,
  "grt_overflow_total": 0,
  "first_pass_iters": 3,
  "layout_setup_ws_ns": -11.39,
  "routedWlPerCell_um": 14.3,
  "netlist_instances": 128,
  "cp_slowest_cell": "fa_2",
  "rsz0062_at_grt": "true",
  "cp_common_cell": "fa_2",
  "relSlewSlack_pct": 91.4,
  "layout_min_cycle_time_ns": 29.19,
  "maxSlewViolCount": 0,
  "post-place-ws_ns": -12.14,
  "antenna_cells": 0,
  "seqCellArea_sq_um": 0,
  "vias_per_cell": 4.05,
  "grt_pass1_wl_mm": 7.30,
  "setup_tns_ns": -202.94,
  "netlist_area_sq_um": 1760,
  "cts-hold-fix-buffers": 0,
  "final_antenna_net_count": 0,
  "finalClockPeriodUsage_pct": 164,
  "startpoint_type": "input pin",
  "violations": "negative setup slack",
  "cp_max_fo": 1,
  "netlist.area_leader.share_pct": 70.6,
  "n_clock_buffer": 0,
  "antenna_found_initial": 0,
  "synth.top_cells.by_area": "fa_1, buf_4, xor3_1, ha_1",
  "wirelength_mm": 4.68,
  "coreArea_sq_um": 5570,
  "top_area_cell": "fa_1",
  "first_global_vias": 1464,
  "hold_violations": 0,
  "die_w_um": 78.6,
  "chipArea_sq_um": 6170,
  "required_ns": 14.24,
  "cap_viol_max_count": 0
}
-- power by group --
part | internal (mW) | switching (mW) | leakage [nW] | total [mW]
clock network | 0 | 0 | 0 | 0
logic | 0.0734 | 0.0285 | 1.19 | 0.102
registers | 0 | 0 | 0 | 0
total | 0.0734 | 0.0285 | 1.19 | 0.102
-- critical path, delay by kind of cell --
kind       cells  cell delay, ns
xor+xnor       1            0.19
buf+inv        2            0.20
fa+ha+maj     63           21.60
-- stage by stage --
step	area (sq um)	hold slack, ns	cells
after CTS	3290	7.74	328
final	3280	7.74	328
after floorplan	1930	7.29	128
after global placement	3460	8.17	328
after detailed placement	3460	8.17	328
after global routing	3280	7.76	328
-- what timing repair did --
item                       4_1_cts  5_1_grt
pin swaps                        2        0
setup endpoints to repair       36       36
setup buffers                    0        0
gates resized                  124        4
-- placed cells by master (no fill, tap or decap) --
cell type          n
clkdlybuf4s15_1    1
clkdlybuf4s50_1  152
buf_6              2
fa_2              62
xor3_1             1
clkbuf_2           2
dlymetal6s2s_1     1
ha_4               1
buf_2             34
-- final cells by class --
type	instances	area (sq um)
fillers	485	2290
repair buffers	192	1750
multi-input cells	64	1450
well taps	72	90.1
-- path summary, 6_finish.rpt --
kind	from	slack (ns)	cells past startpoint	end
min	B[0]	7.74	3	result[0]
max	A[0]	-11.39	66	result[63]
-- cell families (layout without fill, tap and decap cells) --
logic type / count (synthesis) / in the layout / synth area share [%]
XOR/XNOR: 1 / 1 / 1.35
adder cells (fa/ha/maj): 63 / 63 / 71.3
buffers and inverters: 64 / 192 / 27.3
-- routing by layer --
layer	vias up	GRT usage (%)	share of wire, %
li1	578	-	-
met3	4	8.03	18
met1	628	20.7	31
met2	118	27.4	49
met5	-	0	0
met4	0	1.48	1.2
Power and IR drop assume default switching activity.
