### flow/run.sh
#!/bin/bash
# OpenROAD 26Q1-2900-gdf79404cd8, Yosys 0.63+post, stock flow scripts
make -C /OpenROAD-flow-scripts/flow DESIGN_CONFIG=/design/flow/config.mk WORK_HOME=/design/flow/orfs finish
### flow/config.mk
export PLATFORM = sky130hd
export DESIGN_NAME = shifter
export DESIGN_NICKNAME = shifter
export VERILOG_FILES = /design/flow/design.v
export SDC_FILE = /design/flow/constraint.sdc
export NUM_CORES = 4
export LEC_CHECK = 1
export CORE_UTILIZATION = 30
### flow/constraint.sdc
current_design shifter

set clk_period 10.5
set clk_io_pct 0.2

create_clock -name clk0 -period $clk_period

set non_clock_inputs [all_inputs -no_clocks]
set_input_delay [expr $clk_period * $clk_io_pct] -clock clk0 $non_clock_inputs
set_output_delay [expr $clk_period * $clk_io_pct] -clock clk0 [all_outputs]
### flow/design.v
`timescale 1ps/1ps
module shifter(
	input  logic	[63:0]	value,
	input  logic	        direction,  
	input  logic	[ 5:0]	distance,
	output logic	[63:0]	result
	);
	always_comb begin
		if (direction == 0)
			result = value << distance;
		else
			result = value >> distance;
	end
endmodule
module shifter_testbench();
	logic	[63:0]	value;
	logic				direction;
	logic [5:0]		distance;
	logic [63:0]	result;
	shifter dut (.value, .direction, .distance, .result);
	integer i, dir;
	initial begin
		value = 64'hDEADBEEFDECAFBAD;
		for(dir=0; dir<2; dir++) begin
			direction <= dir[0];
			for(i=0; i<64; i++) begin
				distance <= i; #10;
			end
		end
	end
endmodule
==> flow_summary.ini <==
; implementation run metrics
[pwr]
ir_worst_vdd_mv = 0.0561
power.density_nw_per_um2 = 63.6
p_leak_nw = 3.40

[setup_path]
worst-setup-path-type = in2out
startpoint_type = input pin
cp.arrival_ns = 5.76
critPathRequiredTime_ns = 8.40
cp_max_fo = 94
cp-end-kind = output pin

[clock_network]
post-cts-setup-buffers = 0
holdBufCountCts = 0
cts_resized = 0

[layout]
drive_above_1_share_pct = 22.6
regArea_um2 = 0
final_common_cell = clkdlybuf4s50_1
final_cell_area_um2 = 10100
clkbuf_count = 0
seq_cell_count = 0
syn2layout_area_growth_pct = 18.2
lay_top_cells = clkdlybuf4s50_1 (131), mux4_2 (127), mux2i_1 (124)
n_fill_cell = 2852

[routing]
drc = 0
routedWlPerCell_um = 34.0
firstDrtPassIters = 5
ant_nets = 0
vias = 9954
wl_um = 48300
viasPerCell = 7.01
drtIter0Drc = 1292

[synthesis]
top_area_cell = mux4_2
ys_area_um2 = 8530
synth_warnings = 1
syn-cell-area_um2 = 8530
ys_types = 62
syn_inst = 977
seq_area_frac_synth_pct = 0
syn_area_per_cell_um2 = 8.73
top_cells_by_area = mux4_2 (34%), mux2i_1 (15%), mux2_2 (7.7%)
ys_cells = 977
top_area_share_pct = 33.5

[timing]
slew_headroom_pct = 30.0
slew_violations = 0
period_needed_ns = 7.86
hold_viol = 0
finalClockPeriodUsage_pct = 74.8
setup_viol = 0
timing.hold.ws_ns = 5.23
tightest_slew_ns = 1.02
max_freq_ghz = 0.127
setup_tns_ns = 0
grt_setup_unrepaired = no
finalWorstSetupSlack_ns = 2.64

[hold_path]
hp-class = in2out
min_from = distance[3]
hold_path_depth = 4
hold_end = result[44]

[placement]
port_buffers = 135
place.gp.congestion = 1.07
post-place-ws_ns = 2.66
hpwl_um = 36800
placed_area_um2 = 10100

[die]
fp_util_pct = 30.6
die-area_um2 = 29100
die_h_um = 171
core.rowCount = 61
core_um2 = 27900
pin_count = 135
die_x_um = 171

[grt]
track_usage_pct = 34.3
grt_pass1_wl_um = 69300
grt_pass1_vias = 9629
overflow = 0
antenna_found_initial = 2
grt_max_degree = 95

[status]
run_status = finished clean

[job]
drv_cap = 0
warnings = 32
## kinds of logic (layout without fill, tap and decap cells)
logic type | count (synthesis) | count (layout) | share of synthesized area [%]
other cells | 0 | 1 | 0
simple gates | 257 | 257 | 13.7
buf+inv | 112 | 175 | 6.63
compound gates | 299 | 299 | 24.0
mux | 309 | 309 | 55.7
## how the worst max path moves through the flow
stage | end | start | cells past startpoint | slack, ns
after CTS | result[11] | distance[0] | 8 | 2.65
after global routing | result[11] | distance[0] | 8 | 2.42
final | result[11] | distance[0] | 8 | 2.64
## worst max-delay path, cell delays in order
cell and delay [ns]:
clkbuf_8 0.55, buf_12 0.58, mux4_2 0.63, mux2i_1 0.69, o22ai_1 0.17, a221oi_1 0.33
o211ai_1 0.21, clkdlybuf4s50_1 0.47
## power by group
group | switching [mW] | internal (mW)
sequential | 0 | 0
clock | 0 | 0.00000000613
combinational | 0.369 | 0.273
## synth_stat cells, types with 3 or more instances
library cell and instances:
and3_1 3, a21oi_1 41, a31oi_1 6, nand2b_1 15
o221a_2 3, nand3_1 10, o211ai_1 28, nand4_1 4
a22oi_1 13, a211oi_1 15, o21ai_0 46, a211o_1 3
or2_2 3, a221oi_1 7, buf_6 9, mux4_2 127
mux2_2 58, o221ai_1 21, nand2_1 51, nor2_1 122
nor3_1 16, buf_1 16, buf_2 22, nand3b_1 4
o32ai_1 5, o2111ai_1 7, o2bb2ai_1 6, and2_1 5
o22a_1 6, inv_1 3, buf_4 9, nor2b_1 9
mux2i_1 124, clkbuf_1 50, or3_1 5, o22ai_1 67
a2bb2oi_1 4
## layout make-up
| type | count | area (um2) | area share (%) |
|---|---|---|---|
| antenna | 1 | 2.50 | 0.0248 |
| inverter | 5 | 20.0 | 0.199 |
| multi-input combinational | 865 | 7970 | 79.0 |
| tap | 378 | 473 | 4.69 |
| timing repair buffer | 170 | 1620 | 16.0 |
## through the flow
step / utilization [%] / std cells / power, mW
after floorplan: - / 977 / 0.344
after global placement: 36.2 / 1418 / 0.625
after detailed placement: 36.2 / 1418 / 0.621
after CTS: 36.2 / 1418 / 0.623
after global routing: 36.2 / 1418 / 0.669
final: 36.2 / 1419 / 0.642
## metal layers
metal | wire, um | GRT usage [%] | part of all wire, %
met1 | 19600 | 47.9 | 41
met2 | 20300 | 48.6 | 42
met3 | 6200 | 13.2 | 13
met4 | 2210 | 12.8 | 4.6
met5 | 0 | 0 | 0
Power and IR drop assume default switching activity.
