`flow/design.v`:
```
`timescale 1ps/1ps
module decoder_2_4(decoder_out, decoder_in);
	output [3:0] decoder_out;
	input [1:0] decoder_in;
	logic [1:0] not_decoder_in;
	not not0(not_decoder_in[0], decoder_in[0]);
	not not1(not_decoder_in[1], decoder_in[1]);
	and #50 and0(decoder_out[0], not_decoder_in[1], not_decoder_in[0]);
	and #50 and1(decoder_out[1], not_decoder_in[1], decoder_in[0]);
	and #50 and2(decoder_out[2], decoder_in[1], not_decoder_in[0]);
	and #50 and3(decoder_out[3], decoder_in[1], decoder_in[0]);
endmodule
module decoder_2_4_testbench();
	logic [3:0] decoder_out;
	logic [1:0] decoder_in;
	decoder_2_4 dut (.decoder_out, .decoder_in);
	initial begin  
		for(integer i=0; i<4; i++) begin
			decoder_in[1:0] = i; #1000;
			assert(decoder_out[i] == 1);
		end
	end
endmodule
`timescale 1ps/1ps
module decoder_3_8(decoder_out, decoder_in);
	output [7:0] decoder_out;
	input [2:0] decoder_in;
	logic [2:0] not_decoder_in;
	not #50 not0(not_decoder_in[0], decoder_in[0]);
	not #50 not1(not_decoder_in[1], decoder_in[1]);
	not #50 not2(not_decoder_in[2], decoder_in[2]);
	and #50 and0(decoder_out[0], not_decoder_in[2], not_decoder_in[1], not_decoder_in[0]);
	and #50 and1(decoder_out[1], not_decoder_in[2], not_decoder_in[1], decoder_in[0]);
	and #50 and2(decoder_out[2], not_decoder_in[2], decoder_in[1], not_decoder_in[0]);
	and #50 and3(decoder_out[3], not_decoder_in[2], decoder_in[1], decoder_in[0]);
	and #50 and4(decoder_out[4], decoder_in[2], not_decoder_in[1], not_decoder_in[0]);
	and #50 and5(decoder_out[5], decoder_in[2], not_decoder_in[1], decoder_in[0]);
	and #50 and6(decoder_out[6], decoder_in[2], decoder_in[1], not_decoder_in[0]);
	and #50 and7(decoder_out[7], decoder_in[2], decoder_in[1], decoder_in[0]);
endmodule
module decoder_3_8_testbench();
	logic [7:0] decoder_out;
	logic [2:0] decoder_in;
	decoder_3_8 dut (.decoder_out, .decoder_in);
	initial begin  
		for(integer i=0; i<8; i++) begin
			decoder_in[2:0] = i; #1000;
			assert(decoder_out[i] == 1);
		end
	end
endmodule
`timescale 1ps/1ps
module decoder_5_32(decoder_out, decoder_in);
	output [31:0] decoder_out;
	input [4:0] decoder_in;
	logic [4:0] not_decoder_in;
	logic [3:0][7:0] out_3_8;
	logic [3:0] out_2_4;
	decoder_2_4 decoder0(.decoder_out(out_2_4), .decoder_in(decoder_in[4:3]));
	generate
		for(genvar i=0; i<4; i++) begin : each_decoder_3_8
			decoder_3_8 decoder1(.decoder_out(out_3_8[i]), .decoder_in(decoder_in[2:0]));
		end
	endgenerate
	generate  
		for(genvar i=0; i<4; i++) begin : each_2_4
			for(genvar j=0; j<8; j++) begin : each_3_8
				and #50 and0(decoder_out[i*8+j], out_2_4[i], out_3_8[i][j]);
			end
		end
	endgenerate
endmodule
module decoder_5_32_testbench();
	logic [31:0] decoder_out;
	logic [4:0] decoder_in;
	decoder_5_32 dut (.decoder_out, .decoder_in);
	initial begin  
		for(integer i=0; i<32; i++) begin
			decoder_in[4:0] = i; #1000;
			assert(decoder_out[i] == 1);
		end
	end
endmodule
```
`flow/run.sh`:
```
#!/bin/bash
# OpenROAD 26Q1-2900-gdf79404cd8, Yosys 0.63+post, stock flow scripts
make -C /OpenROAD-flow-scripts/flow DESIGN_CONFIG=/design/flow/config.mk WORK_HOME=/design/flow/orfs finish
```
`flow/config.mk`:
```
export PLATFORM = sky130hd
export DESIGN_NAME = decoder_5_32
export DESIGN_NICKNAME = decoder_5_32
export VERILOG_FILES = /design/flow/design.v
export SDC_FILE = /design/flow/constraint.sdc
export NUM_CORES = 4
export LEC_CHECK = 1
export CORE_AREA = 10 10 70 70
export DIE_AREA = 0 0 80 80
```
`flow/constraint.sdc`:
```
current_design decoder_5_32

set clk_period 1.0
set clk_io_pct 0.2

create_clock -name clk0 -period $clk_period

set non_clock_inputs [all_inputs -no_clocks]
set_input_delay [expr $clk_period * $clk_io_pct] -clock clk0 $non_clock_inputs
set_output_delay [expr $clk_period * $clk_io_pct] -clock clk0 [all_outputs]
```
==> run notes <==
The design has 0 sequential cells. Checking hold timing, the worst path is listed with class in -> out. The run gives 27 as the final tally of setup violations. The run gives 229 µW as the total power draw.

For reference, the placement row count at floorplan is 21. After floorplanning, the core was sized to cover 3420 µm². For this design, the CTS-stage hold fixing added 0 buffers. The logs give -0.296 ns for the worst setup margin and 128 µW for the internal cell power.

Leaving out filler cells and counting taps, the final layout contains 146. The signed area change from the synthesized netlist to the final layout is 282%, and the summed instance area of the synthesized netlist is 214 µm². The total overflow left after global routing is 0. The first detailed-routing pass took 4 iterations.

Across all layers, the routed design uses 508 vias. With the number of clock buffers in the layout at 0, the clock group share of total power is 0%. After synthesis, flip-flops and latches occupy 0% of the total area. For this block, the initial DRC count from the detailed router was 18. Endpoints failing hold in the final report were tallied at 0. The worst setup path is captured at an output pin. The via count of the first global-routing pass was 463. The floorplan report gives the top-level pin count as 37. For reference, the top cells by count after synthesis are sky130_fd_sc_hd__nor2_1, sky130_fd_sc_hd__clkbuf_1, sky130_fd_sc_hd__nand3b_1, sky130_fd_sc_hd__or3b_1, sky130_fd_sc_hd__nand2b_1.

The stage logs contain a warning count of 34. The initial antenna violation count was 0; the post-placement cell count was 130. The leakage component of the power was reported as 0.000400 µW. Setup repair after global routing could not meet its margin everywhere. The final timing report lists a max-slew violation count of 0. The slew check shows that the tightest pin keeps a relative margin of 87.8%. The run gives 1.30 ns for the clock period minus worst slack.

The floorplan step records an initial core utilization of 6.26%. The startpoint of the lowest-slack hold path is decoder_in[2]. The mean number of vias per cell is 3.48. The first global-routing pass estimated 2720 µm of wire.

Cell with the most instances after synthesis: sky130_fd_sc_hd__nor2_1. The share of cells above drive strength 1 was 84.0%. Kind of start point of the critical path: an input port. The tools report the number of standard cells reported by yosys as 47. The critical path in this run is classified as in -> out. For this run, the chip area from Yosys synthesis comes to 214 µm². STA puts the critical path data required time at 0.80 ns. In the finished design, the share of the clock period the worst path needs comes to 130%. The tools report the instance tally after logic synthesis as 47.

Data arrives at the worst endpoint at 1.10 ns. The global router's overall resource usage was 5.13%; the number of max-capacitance violations reported was 0. Of the total power, combinational logic draws 100.0%.

Of all cell types, the one taking the most synthesized area is sky130_fd_sc_hd__nor2_1. The average cell area after synthesis is 4.55 µm², and the number of antenna cells inserted is 0. The achievable clock frequency is 0.772 GHz.

The tools report the area of all sequential standard cells as 0 µm². With the post-detailed-placement half-perimeter wirelength at 1300 µm, the slew of the pin with the lowest slew margin is 0.182 ns. The width of the die is 80 µm. The final reports fail on setup timing.

The run gives 43.9% for the net switching fraction of the power. The flow ran to the end, but the final reports show violations. By area the synthesized netlist is led by sky130_fd_sc_hd__nor2_1, sky130_fd_sc_hd__or3b_1, sky130_fd_sc_hd__nand3b_1. The logs give 9 for the largest net degree at the start of global routing and 100 µW for the total net switching power.

The share of the synthesized area in the top cell type works out to 56.1%. The total DRC errors in the routed layout is 0, and the total length of routed wires is 1770 µm. The number of distinct library cell variants in the gate-level netlist after synthesis is 9.

Startpoint of the most critical setup path: decoder_in[0]. The buffer_ports step reported a buffer count of 37. With the final antenna-violating net count at 0, the last weighted congestion value of the routability-driven placer is 0.766. Dividing total power by cell area gives a power density of 279 nW/µm². According to the floorplan report, the total die area is 6400 µm². In this run the worst path has a maximum fanout of 6. Sequential cells burn 0% of the power. The worst-case IR drop observed on VDD is 0.0538 mV. The count of yosys warnings during synthesis was 0; the detail-routed net length per standard cell was 12.1 µm. The die is 80 µm tall.
## cell usage in the layout (no fill, tap or decap), types with 3 or more instances in the layout
cell type and count:
sky130_fd_sc_hd__buf_2 28, sky130_fd_sc_hd__nand3b_1 3, sky130_fd_sc_hd__or3b_4 3, sky130_fd_sc_hd__nor2_4 6
sky130_fd_sc_hd__clkbuf_2 3, sky130_fd_sc_hd__nor2_2 14, sky130_fd_sc_hd__buf_6 14, sky130_fd_sc_hd__buf_8 4
sky130_fd_sc_hd__nor2_1 12, sky130_fd_sc_hd__buf_4 6
## timing repair
item / in CTS / in global routing
buffers inserted: 15 / 2
pin swaps: 37 / 22
endpoints found under the setup margin: 32 / 32
resized: 160 / 23
## power groups by stage
stage	clock network (µW)	registers, µW	logic [µW]
after global routing	0	0	248
after CTS	0	0	209
final	0	0	229
## routing by layer
layer / wire length, µm / vias to the layer above / global-route usage, % / part of all wire, %
li1: - / 253 / - / -
met4: 0 / 0 / 0 / 0
met5: 0 / - / 0 / 0
met2: 935 / 18 / 9.55 / 53
met3: 136 / 0 / 1.02 / 7.7
met1: 698 / 237 / 6.20 / 39
## per-stage QoR
| stage | utilization [%] | setup WS (ns) | setup TNS [ns] | hold WS [ns] | cell area, µm² |
|---|---|---|---|---|---|
| finish | 24.0 | -0.296 | -4.29 | 0.735 | 818 |
| floorplan | - | 0.0923 | 0 | 0.523 | 214 |
| CTS | 22.6 | -0.321 | -4.56 | 0.732 | 771 |
| global route | 24.0 | -0.316 | -5.69 | 0.760 | 818 |
| global placement | 19.1 | -0.959 | -28.48 | 1.52 | 653 |
| detailed placement | 19.1 | -0.981 | -28.90 | 1.53 | 653 |
## cell type report
class	count	area [µm²]
tap	46	57.6
multi-input combinational	44	333
fill	371	2600
timing repair buffer	56	428
## worst paths after layout
| check | end | slack, ns | depth (start not counted) |
|---|---|---|---|
| setup / recovery | decoder_out[8] | -0.30 | 5 |
| hold / removal | decoder_out[28] | 0.73 | 4 |
## critical path: stages
cell and delay [ns]:
sky130_fd_sc_hd__buf_8 0.10, sky130_fd_sc_hd__or3b_4 0.40, sky130_fd_sc_hd__buf_6 0.13, sky130_fd_sc_hd__nor2_2 0.09
sky130_fd_sc_hd__clkdlybuf4s15_1 0.17
## cells by family after synthesis
family	synth area share, %
simple gates	94.7
buf+inv	5.26
Power and IR drop assume default switching activity.
